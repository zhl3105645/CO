[design.v]
`timescale 1ns / 1ps
module ALU(
    input [31:0] A,
    input [31:0] B,
    input [2:0] OP,
    output reg [31:0] ANS
    );
    always@(*)
    	begin
            case(OP)
                3'b000:ANS=A+B;
                3'b001:ANS=A-B;
                3'b010:ANS=A|B;
                default:ANS=32'd0;
            endcase
        end  
endmodule
`timescale 1ns / 1ps
module Execute(
    input RegWriteE1,
    input [1:0] MemtoRegE1,
    input MemWriteE1,
    input [2:0] ALUcontrolE,
    input ALUSrcE,
    input [1:0] RegDstE,
	 input [31:0] ALUoutM,
	 input [31:0] ResultW,
	 input [1:0] forwardAE,
	 input [1:0] forwardBE,
    input [31:0] RD1E,
    input [31:0] RD2E,
    input [31:0] PC_4E1,
    input [31:0] ext_immE1,
	 input [1:0] TnewE1,
	 input [4:0] A_rsE1,
    input [4:0] A_rtE1,
    input [4:0] AwriteE1,
	 output RegWriteE2,
    output [1:0] MemtoRegE2,
    output MemWriteE2, 
    output [31:0] ALUoutE,
    output [31:0] WriteDataE,
    output [31:0] PC_4E2,
    output [31:0] ext_immE2,
	 output [1:0] TnewE2,
	 output [4:0] A_rsE2,
    output [4:0] A_rtE2,
    output [4:0] AwriteE2
    );
	 wire [31:0] SrcAE,SrcBE,B;
	mux3_32 SrcA (
    .a0(RD1E), 
    .a1(ResultW), 
    .a2(ALUoutM), 
    .op(forwardAE), 
    .out(SrcAE)
    );	
	 mux3_32 b (
    .a0(RD2E), 
    .a1(ResultW), 
    .a2(ALUoutM), 
    .op(forwardBE), 
    .out(B)
    );
	 mux2_32 SrcB (
    .a0(B), 
    .a1(ext_immE1), 
    .op(ALUSrcE), 
    .out(SrcBE)
    );
	 ALU alu (
    .A(SrcAE), 
    .B(SrcBE), 
    .OP(ALUcontrolE), 
    .ANS(ALUoutE)
    );
	 assign RegWriteE2=RegWriteE1;
	 assign MemtoRegE2=MemtoRegE1;
	 assign MemWriteE2=MemWriteE1;
	 assign WriteDataE=B;
	 assign PC_4E2=PC_4E1;
	 assign ext_immE2=ext_immE1;
	 assign TnewE2=TnewE1;
	 assign A_rsE2=A_rsE1;
	 assign A_rtE2=A_rtE1;
	 assign AwriteE2=AwriteE1;
endmodule
`timescale 1ns / 1ps
module mux2_32(
    input [31:0] a0,
    input [31:0] a1,
    input op,
    output [31:0] out
    );
    assign out = (op==1'b0)?a0:a1;
endmodule
module mux4_32(
    input [31:0] a0,
    input [31:0] a1,
    input [31:0] a2,
    input [31:0] a3,
    input [1:0] op,
    output [31:0] out
    );
    assign out = (op==2'b00)?a0:
        		(op==2'b01)?a1:
        (op==2'b10)?a2:a3;
endmodule
module mux3_5(
    input [4:0] a0,
    input [4:0] a1,
    input [4:0] a2,
    input [1:0] op,
    output [4:0] out
    );
    assign out = (op==2'b00)?a0:
        		(op==2'b01)?a1:
        		(op==2'b10)?a2:5'b0;
endmodule
module mux3_32(
    input [31:0] a0,
    input [31:0] a1,
    input [31:0] a2,
    input [1:0] op,
    output [31:0] out
    );
    assign out = (op==2'b00)?a0:
        		(op==2'b01)?a1:
        (op==2'b10)?a2:32'b0;
endmodule
[run.sh]
#!/bin/bash
# OpenROAD 26Q1-2900-gdf79404cd8, Yosys 0.63+post, stock flow scripts
make -C /OpenROAD-flow-scripts/flow DESIGN_CONFIG=/design/flow/config.mk WORK_HOME=/design/flow/orfs finish
[config.mk]
export PLATFORM = sky130hd
export DESIGN_NAME = Execute
export DESIGN_NICKNAME = Execute
export VERILOG_FILES = /design/flow/design.v
export SDC_FILE = /design/flow/constraint.sdc
export NUM_CORES = 4
export LEC_CHECK = 1
export CORE_AREA = 10 10 191 191
export DIE_AREA = 0 0 201 201
[constraint.sdc]
current_design Execute

set clk_period 32.5
set clk_io_pct 0.2

create_clock -name clk0 -period $clk_period

set non_clock_inputs [all_inputs -no_clocks]
set_input_delay [expr $clk_period * $clk_io_pct] -clock clk0 $non_clock_inputs
set_output_delay [expr $clk_period * $clk_io_pct] -clock clk0 [all_outputs]
==> results.py <==
# Physical implementation metrics
metrics = {
    "outcome": {
        "status": "completed",
    },
    "finish": {
        "final_cell_mix": "clkdlybuf4s50_1, mux2i_1, o21ai_0",
        "drive_above_1_share": 0.0515,
        "seq_area_um2": 0,
        "clkbuf_count": 0,
        "syn_to_final_growth_pct": 46.6,
        "layout_top_cell": "clkdlybuf4s50_1",
        "fin_area_um2": 7690,
        "logic_area_um2": 4320,
        "ff_count": 0,
        "fillers": 3546,
    },
    "min_path": {
        "worstHoldPathType": "in2out",
        "hp-start": "A_rsE1[0]",
    },
    "final_timing": {
        "fin_crit_sh": 0.600,
        "maxSlewViolCount": 0,
        "finalCriticalPeriod_ns": 19.49,
        "setup_slack_ns": 13.01,
        "setup_viol": 0,
        "final-hold-violation-count": 0,
        "setup_tns_ns": 0,
        "tightest_slew_ns": 0.799,
        "rsz0062_at_grt": "false",
        "slew_headroom": 0.454,
        "fmax_ghz": 0.0513,
    },
    "grt": {
        "grt.busiest_layer": "met2",
        "grt_pass1_wl_um": 41000,
        "use_met3": 0.0417,
        "use_met1": 0.170,
        "use_met2": 0.222,
        "grt.total_usage": 0.134,
        "antenna_found_initial": 5,
        "grt_overflow": 0,
        "grt_pass1_vias": 6033,
        "grt_max_degree": 37,
    },
    "setup_path": {
        "endpoint_kind": "output port",
        "path_class": "in2out",
        "worst_path_max_delay_cell": "a2111oi_1",
        "cp.required_ns": 26.00,
        "crit_path_start_kind": "input port",
        "cp.arrival_ns": 12.99,
        "path_delay_family": "AND-OR/OR-AND gates",
        "cp_num_buf_inv": 4,
        "crit_start": "forwardBE[0]",
        "slowest_delay_ns": 0.57,
        "crit_fanout": 33,
        "worstPathCellList": "buf_2 -> buf_4 -> nor2b_4 -> buf_4 -> a221oi_1 -> a21o_1 -> ha_1 -> a41oi_1 -> nand2b_4 -> o21bai_1 -> nor2_1 -> xnor2_1 -> ha_1 -> nand4_1 -> a2111oi_0 -> a2111oi_2 -> nand3_1 -> a221oi_2 -> nor3_1 -> a2111oi_1 -> xnor2_1 -> a21o_1 -> clkdlybuf4s50_1",
    },
    "route": {
        "diodes": 0,
        "drt_iter0_drc": 295,
        "via_count": 6088,
        "firstDrtPassIters": 4,
        "ant_nets": 0,
        "via_per_inst": 4.56,
        "finalWirelength_um": 28200,
        "wire_per_inst_um": 21.1,
        "drc": 0,
    },
    "floorplanning": {
        "num_io_pins": 372,
        "core_um2": 32500,
        "die-width_um": 201,
        "die_h_um": 201,
        "num_rows": 66,
        "fp-utilization": 0.162,
        "dieArea_um2": 40400,
    },
    "placed_design": {
        "place_area_um2": 7690,
        "numPortBuffers": 264,
        "place_ws_ns": 12.97,
        "hpwl_um": 23300,
        "globalplace.congestion": 0.944,
    },
    "logic_synthesis": {
        "avgSynthCellArea_um2": 7.09,
        "synth_chip_area_um2": 5240,
        "synth_seq_share": 0,
        "synth_cell_types": 72,
        "ys_sh_mux": 0.169,
        "ys_sh_aoi": 0.297,
        "simple_gate_area_frac": 0.182,
        "syn_area_um2": 5240,
        "topCombFamilyByArea": "AND-OR/OR-AND gates",
        "syn_inst": 740,
        "ys_cells": 740,
        "synth-adder-area-share": 0.0826,
        "yosys_warnings": 1,
        "synth-xor-area-share": 0.0902,
    },
    "flow_run": {
        "warning_count": 35,
        "maxCapViolations": 0,
    },
    "clocking": {
        "postCtsResizedCells": 0,
        "post_cts_buffers": 0,
        "hold_buffers": 0,
    },
    "power_and_ir_drop": {
        "ir_drop_v": 0.00000523,
        "p_per_area_nw_per_um2": 20.2,
        "leakagePower_nw": 3.01,
    },
}
-- where the power goes --
part | switching [mW] | total [mW] | leakage [nW] | internal, mW
Clock | 0 | 0 | 0 | 0
Combinational | 0.0762 | 0.156 | 3.01 | 0.0794
Sequential | 0 | 0 | 0 | 0
-- per-stage QoR --
stage                     hold WS, ns  total power [mW]   util  cells
after floorplan                 13.06            0.0891      -    740
after global placement          13.00             0.155  0.237   1336
after detailed placement        13.00             0.156  0.237   1336
after CTS                       13.00             0.157  0.237   1336
after global routing            13.00             0.171  0.237   1336
final                           13.00             0.156  0.237   1336
-- cell type report --
cell class | instances | area share
inverter | 26 | 0.0129
multi-input combinational | 592 | 0.562
timing repair buffer | 276 | 0.354
tap | 442 | 0.0719
-- cell families (layout without fill, tap and decap cells) --
group	Yosys count	in the layout
muxes	87	87
buffers and inverters	148	302
xor gates and xnor gates	54	54
and+or+nand+nor	183	183
AOI/OAI and AO/OA	234	234
adders and majority gates	34	34
-- worst paths after layout --
kind,end,slack [ns],cells past startpoint
max,ALUoutE[31],13.01,23
min,A_rsE2[0],13.00,0
-- Yosys cell counts, drive strengths merged, types with 3 or more instances --
cell,number,area share
buf,99,0.14
mux2i,82,0.16
o21ai,80,0.076
nand2,63,0.045
a21oi,43,0.043
ha,33,0.079
xnor2,29,0.048
nor2,26,0.019
inv,25,0.018
xor2,25,0.042
clkbuf,23,0.016
nor2b,22,0.028
nand2b,17,0.022
o22ai,17,0.020
o2bb2ai,17,0.028
nand3,12,0.011
a21o,10,0.014
a31oi,10,0.012
nor3,9,0.0086
and3,7,0.0084
and2,5,0.0064
mux2,5,0.012
nand4,5,0.0060
o21bai,5,0.0093
o32ai,5,0.0098
a2111oi,4,0.0081
a221oi,4,0.0091
a22o,4,0.0067
a2bb2oi,4,0.0079
o211ai,4,0.0057
o32a,4,0.0076
a211o,3,0.0050
a211oi,3,0.0043
nand3b,3,0.0043
o21a,3,0.0043
o31ai,3,0.0043
or2,3,0.0036
or3,3,0.0045
-- per-layer routing --
metal  part of all wire  wire length, µm  up-vias
met5             0.0015               41        -
met4              0.017              482        8
met3              0.083             2350       34
met2               0.47            13200      254
met1               0.43            12100     2854
li1                   -                -     2938
No activity file was given, so power comes from the tool's default toggle rates.
